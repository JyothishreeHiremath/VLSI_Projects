==> flow/design.v <==
module trafficlight(
  input  clk, rst,
  output reg [3:0] present_state, next_state,
  output reg [3:0] out, out2, out3
);
  reg [5:0] count = 0;
  parameter got_0    = 4'd0;    
  parameter got_1    = 4'd1;    
  parameter got_10   = 4'd2;    
  parameter got_11   = 4'd3;    
  parameter got_100  = 4'd4;    
  parameter got_101  = 4'd5;    
  parameter got_110  = 4'd6;    
  parameter got_111  = 4'd7;    
  parameter got_1000 = 4'd8;    
  parameter red_time    = 5;  
  parameter yellow_time = 2;
  parameter green_time  = 7;
  always @(posedge clk or posedge rst) begin
    if (rst) begin
      present_state <= got_10;    
      count <= 0;
    end else begin
      present_state <= next_state;
      if (present_state != next_state)
        count <= 0;
      else
        count <= count + 1;
    end
  end
  always @(*) begin
    case (present_state)
      got_10:    next_state = (count == green_time-1) ? got_101  : got_10;    
      got_101:   next_state = (count == green_time-1) ? got_1000 : got_101;   
      got_1000:  next_state = (count == green_time-1) ? got_10   : got_1000;  
      default:   next_state = got_10;  
    endcase
  end
  localparam integer PRE_Y_START = green_time - yellow_time;
  always @(*) begin
    out  = got_0;     
    out2 = got_11;    
    out3 = got_110;   
    case (present_state)
      got_10: begin
        out = got_10;  
        if (count >= PRE_Y_START) out2 = got_100;  
      end
      got_101: begin
        out2 = got_101;  
        if (count >= PRE_Y_START) out3 = got_111;  
      end
      got_1000: begin
        out3 = got_1000;  
        if (count >= PRE_Y_START) out = got_1;     
      end
    endcase
  end
endmodule
==> flow/run.sh <==
#!/bin/bash
# OpenROAD 26Q1-2900-gdf79404cd8, Yosys 0.63+post, stock flow scripts
make -C /OpenROAD-flow-scripts/flow DESIGN_CONFIG=/design/flow/config.mk WORK_HOME=/design/flow/orfs finish
==> flow/config.mk <==
export PLATFORM = sky130hd
export DESIGN_NAME = trafficlight
export DESIGN_NICKNAME = trafficlight
export VERILOG_FILES = /design/flow/design.v
export SDC_FILE = /design/flow/constraint.sdc
export NUM_CORES = 4
export LEC_CHECK = 1
export CORE_AREA = 10 10 80 80
export DIE_AREA = 0 0 90 90
==> flow/constraint.sdc <==
current_design trafficlight

set clk_period 2.1
set clk_io_pct 0.2

create_clock -name clk0 -period $clk_period [get_ports {clk}]

set non_clock_inputs [all_inputs -no_clocks]
set_input_delay [expr $clk_period * $clk_io_pct] -clock clk0 $non_clock_inputs
set_output_delay [expr $clk_period * $clk_io_pct] -clock clk0 [all_outputs]
==> summary.txt <==
Notes on the physical implementation.

- The report lists the number of standard-cell rows as 25.
- The routed wirelength normalized by instance count is 9.12 um, for reference.
- The flow measured a signed area growth from synthesis to layout of 65.3%.
- The simple logic cell fraction of the synthesized area is 0.285, for reference.
- The number of cell instances on the worst register-to-register path is 6, for reference.
- The count of distinct cell types in the synthesized netlist is 24, for reference.
- The biggest fanout along the worst timing path is 4, for reference.
- For the worst reg-to-reg path, the endpoint reported by OpenROAD is present_state[2].
- The kind of path behind the tightest hold check is in -> async, for reference.
- At the end of the flow the core is filled with cells to 0.218.
- The number of flops mapped to enable cells by yosys is 0, for reference.
- According to the dpl log, the detail-placed design has an HPWL of 1.20 mm.
- The post-synth register bit count is 9.
- The final hold violation count is 0, for reference.
- Of the post-synthesis cell area, the dominant cell type holds 0.321.
- The final weighted congestion recorded by global placement is 0.841.
- The number of sinks handled by clock tree synthesis is 9, for reference.
- The required time reported for the critical path endpoint is 1.68 ns, for reference.
- Across all register-to-register paths, the minimum setup slack is 0.80 ns.
- The cell area after technology mapping is 623 um^2, for reference.
- For this run, the leading register cell type out of synthesis is sky130_fd_sc_hd__dfrtp_1.
- The die outline width is 90 um, for reference.
- The adder-cell share of the synthesized area is 0.0803, for reference.
- The final wirelength is 1.53 mm, for reference.
- The cell count after synthesis is 70, for reference.
- The number of antenna violations at the first check in global routing is 0.
- Per the synthesis report, the XOR/XNOR share of the synthesized area is 0.0703.
- The dominant kind of combinational cell is simple AND/OR/NAND/NOR gates, for reference.
- The endpoint class of the critical path is a primary output, for reference.
- For the finished layout, the period the worst path requires is 2.03 ns.
- The maximum level of the CTS H-tree is 1, for reference.
- The area of the synthesized netlist per yosys stat is 623 um^2, for reference.
- The max-capacitance violation count is 0, for reference.
- Entering global routing, the biggest net connects 10 pins.
- The tree is rooted in a sky130_fd_sc_hd__clkbuf_8.
- STA classifies the critical path startpoint as a flip-flop.
- The final critical-path share of the clock period is 0.965, for reference.
- The number of buffers inserted by hold repair at cts is 0, for reference.
- The registers of the reported paths see a clock transition of 0.04 ns.
- The library cells used most frequently in the layout, excluding fill and tap cells, are 13 x sky130_fd_sc_hd__buf_4, 12 x sky130_fd_sc_hd__nor2_1, 9 x sky130_fd_sc_hd__clkdlybuf4s50_1.
- The synth_stat.txt file lists the number of cells as 70.
- The core region is 4720 um^2.
- Per the timing report, the most critical flop-to-flop path originates at count[4].
- The data arrival time at the worst-slack endpoint is 1.61 ns, for reference.
- The overall routing resource usage is 0.0379, for reference.
- The floorplan-stage core utilization is 0.132, for reference.
- After floorplanning, the die was sized to cover 8100 um^2.
- After synthesis, the share of flip-flops with an asynchronous set or reset is 1.00.
- Once iteration 0 of detailed routing completed, the report listed 25 DRC markers.
- In this run the vertical extent of the chip is 90 um.
- The final clock skew is 0.000858 ns, for reference.
- The number of warnings reported in the yosys synthesis log is 1, for reference.
- The most area-hungry cell type in the Yosys netlist is sky130_fd_sc_hd__dfrtp_1, for reference.
- The category of the most critical setup path is reg -> out, for reference.
- The sum of negative setup slack is 0 ns, for reference.
- The final global-route overflow total is 0, for reference.
- The number of fillers in the final layout is 507, for reference.
- The skew report gives the latency at the later pin of the worst-skew pair as 0.23 ns.
- The via density per instance is 3.20, for reference.
- The number of clock buffers added by TritonCTS is 3.
- The static leakage is 0.000484 uW, for reference.
- The flow ran to the end, and the final reports show no timing, DRC or antenna violations.
- The highest achievable clock rate is 0.493 GHz, for reference.
- For this block, the via count after detailed routing is 538.
- The I/O pin count is 22, for reference.
- The via count of the first global-routing pass is 585, for reference.
- The length of the first detailed-routing pass in iterations is 4, for reference.
- Power spread over the standard cell area amounts to 364 nW/um^2.
- Setup slack on the worst path after placement came out at 0.00818 ns.
- Input and output buffers added on the ports amount to 18.
- The first global-routing pass estimated 2.64 mm of wire.
- Antenna repair during routing inserted a diode count of 0.
- The number of antenna-violating nets in the routed design is 0, for reference.
- TritonCTS built the clock tree.
- The average instance in the mapped netlist occupies 8.90 um^2.
- In the final report, the number of pins over their slew limit comes to 0.
- By area the synthesized netlist is led by sky130_fd_sc_hd__dfrtp_1 32%, sky130_fd_sc_hd__ha_1 8.0%, sky130_fd_sc_hd__buf_4 7.2%, sky130_fd_sc_hd__nor2_1 7.2%, sky130_fd_sc_hd__dfstp_2 4.2%.
- The library cell used most frequently in the layout, excluding fill and tap cells, is sky130_fd_sc_hd__buf_4.
- Across the VDD grid, the largest voltage drop is 0.152 mV.
- For this run, the register share of the synthesized area comes to 0.363.
- In this run, the synthesized area fraction spent on AND-OR/OR-AND gates is recorded as 0.0783.
- The residual DRC count is 0, for reference.
- In the final layout, the share of cells above drive strength 1 is 0.347.
- Setup slack on the critical path of the routed design comes to 0.0725 ns.
- The maximum root-to-sink buffer count is 2, for reference.
- Setup repair after global routing left no endpoint under its margin.
- The finished cells cover 1030 um^2.
- Warnings raised by the tools during the run amount to 28.
- The area of placed instances is 905 um^2, for reference.
- The final timing report counts setup violations totalling 0.
- The portion of synthesized area spent on multiplexers is 0.
## cell usage after synthesis (2+ instances only)
master	count
sky130_fd_sc_hd__xor2_1	2
sky130_fd_sc_hd__nand3b_1	2
sky130_fd_sc_hd__ha_1	4
sky130_fd_sc_hd__nor2b_1	3
sky130_fd_sc_hd__buf_4	6
sky130_fd_sc_hd__nand3_1	3
sky130_fd_sc_hd__xnor2_1	3
sky130_fd_sc_hd__inv_1	6
sky130_fd_sc_hd__nor2_1	12
sky130_fd_sc_hd__o21ai_2	2
sky130_fd_sc_hd__and2b_1	2
sky130_fd_sc_hd__a21oi_1	2
sky130_fd_sc_hd__dfrtp_1	8
sky130_fd_sc_hd__nand2_1	5
## worst max-delay path, cell delays in order, from the launching register on
cell and delay (ns):
sky130_fd_sc_hd__dfstp_2 0.54, sky130_fd_sc_hd__and2b_1 0.17, sky130_fd_sc_hd__and2b_2 0.19, sky130_fd_sc_hd__clkdlybuf4s50_1 0.47
## stage by stage
stage | power [uW] | instances | hold WS, ns
3_3_place_gp | 183 | 158 | 0.550
3_5_place_dp | 183 | 158 | 0.562
5_1_grt | 396 | 168 | 0.510
6_report | 375 | 168 | 0.471
4_1_cts | 384 | 168 | 0.475
2_1_floorplan | 183 | 72 | 0.247
## power breakdown
part | total, uW | internal [uW] | leakage (uW) | switching (uW)
Combinational | 5.68 | 1.74 | 0.000348 | 3.94
Sequential | 174 | 174 | 0.000113 | 0
Clock | 195 | 132 | 0.0000228 | 63.4
Total | 375 | 308 | 0.000484 | 67.3
## layer usage
layer	GRT usage	part of all wire	wire [um]	up-vias
li1	-	-	-	272
met4	0.00133	0	0	0
met1	0.0443	0.45	694	249
met5	0	0	0	-
met2	0.0611	0.45	690	17
met3	0.0235	0.095	146	0
## what timing repair did
| action | CTS | global route |
|---|---|---|
| endpoints found under the setup margin | 9 | 5 |
| gates resized | 22 | 5 |
| setup buffers | 6 | 0 |
| pin swaps | 8 | 3 |
## sequential cells by signal, summed over array words and instances (netlist names)
signal and count:
present_state 3, count 6
## final cells by class
cell class                      instances  area [um^2]  share of cell area
Clock buffer                            4         45.0              0.0437
Inverter                                6         22.5              0.0219
Multi-Input combinational cell         50          380               0.369
Sequential cell                         9          226               0.220
Tap cell                               67         83.8              0.0814
Timing Repair Buffer                   32          272               0.264
## cells by family after synthesis
| group | after synthesis |
|---|---|
| AND/OR/NAND/NOR | 32 |
| XOR/XNOR | 5 |
| other | 1 |
| adder cells (fa/ha/maj) | 4 |
| flip-flops | 9 |
| buffers and inverters | 13 |
| AND-OR/OR-AND | 6 |
## worst max path at each step
stage                       startpoint  endpoint  slack, ns  cells after the start
after global routing          count[1]   out2[0]       0.01                      9
final                 present_state[1]    out[1]       0.07                      3
after CTS                     count[1]   out2[1]       0.01                      7
Power is estimated from default activity; no workload was simulated.
