==> /design/flow/design.v <==
`timescale 1ns / 1ps
module Pipeline_1(
input clk,rst,
input [7:0]a,b,c,d,
output [7:0]out
    );
    reg [7:0]L12_x1, L12_x2, L12_d1;
    reg [15:0]L23_x3;
    reg  [7:0]L23_d2;
    reg [15:0]L3_result;
    always@(posedge clk)begin
      if(rst)begin 
        L12_x1 <= 0;
        L12_x2 <= 0;
        L12_d1 <= 0;
      end else begin
        L12_x1 <= a + b;
        L12_x2 <= c-d;
        L12_d1 <= d;  
      end    
    end
    always@(posedge clk)begin
      if(rst)begin
        L23_x3 <= 0;
      end else begin
        L23_x3 <= L12_x1 * L12_x2;
        L23_d2 <= L12_d1;
      end
    end 
    always@(posedge clk)begin
      if(rst)begin
        L3_result <= 0;
      end else begin
      if(L23_d2 != 0)
        L3_result <= L23_x3 / L23_d2;
      else 
        L3_result <= 0;
      end   
    end
    assign out = L3_result;
endmodule
==> /design/flow/run.sh <==
#!/bin/bash
# OpenROAD 26Q1-2900-gdf79404cd8, Yosys 0.63+post, stock flow scripts
make -C /OpenROAD-flow-scripts/flow DESIGN_CONFIG=/design/flow/config.mk WORK_HOME=/design/flow/orfs finish
==> /design/flow/config.mk <==
export PLATFORM = sky130hd
export DESIGN_NAME = Pipeline_1
export DESIGN_NICKNAME = Pipeline_1
export VERILOG_FILES = /design/flow/design.v
export SDC_FILE = /design/flow/constraint.sdc
export NUM_CORES = 4
export LEC_CHECK = 1
export CORE_UTILIZATION = 30
==> /design/flow/constraint.sdc <==
current_design Pipeline_1

set clk_period 34.8
set clk_io_pct 0.2

create_clock -name clk0 -period $clk_period [get_ports {clk}]

set non_clock_inputs [all_inputs -no_clocks]
set_input_delay [expr $clk_period * $clk_io_pct] -clock clk0 $non_clock_inputs
set_output_delay [expr $clk_period * $clk_io_pct] -clock clk0 [all_outputs]
==> flow_summary.ini <==
; yosys + openroad results
[final_timing]
fin_worst_skew_ps = 15.89
period_minus_slack_ps = 32030
fmax_mhz = 31.22
finalMaxSlewViolations = 0
worstMarginPinSlew_ps = 775.8
finalSetupTns_ps = 0
max_slew_margin_pct = 48.22
rsz0062_at_grt = no
hold_violations = 0
finalClockPeriodUsage_pct = 92.03
setup_viol = 0

[critical_path]
r2r_end = L3_result[0]$_SDFF_PP0_
cp_max_fo = 17
cp_slowest_cell = or4_1
crit_top_cell = o21a_1
timing.rr.start = L23_d2[7]$_DFFE_PN_
startpoint_type = flop
r2r_setup_slack_ps = 2770
crit_path_end_kind = flop
crit_type = flop to flop
reg2reg_depth = 135
cp.required_ps = 35010
arrival_ps = 32240
slowest_delay_ps = 700

[detailed_routing]
via_per_inst = 5.105
drtPass1Iterations = 5
ant_nets = 0
wire_per_inst_um = 14.15
insertedDiodeCount = 0
vias = 7907
drt_iter0_drc = 391
drc = 0
drt-total-wl_um = 21930

[floorplan]
num_rows = 63
die_y_um = 176.9
die_x_um = 176.9
fp_util_pct = 30.73
io_pins = 42
die-area_sq_um = 31300
core_sq_um = 29870

[placement]
routabilityCongestion = 0.9134
dp_hpwl_um = 18000
place_inst = 1541
numPortBuffers = 41

[grt]
first_global_vias = 7366
globalRouteTotalUtil_pct = 14.81
grt_antenna_before_repair = 1
grt_max_degree = 42
grt_pass1_wl_um = 36760
grt_overflow = 0

[logic_synthesis]
yosys_area_sq_um = 9180
synth_warnings = 1
netlist_instances = 1131
synth.distinct_cells = 86
seq_area_frac_synth_pct = 13.08
ff_type = dfxtp_1
synthesis.area_sq_um = 9180
edf_count = 8
ys.flops = 56
yosys_cells = 1131
syn_area_per_cell_sq_um = 8.117
ys_async_sr_fraction_pct = 0

[hold_path]
worstHoldStart = L12_d1[2]$_SDFF_PP0_
min_path_cells = 0
hold_path_end = L23_d2[2]$_DFFE_PN_
holdCritPathClass = flop to flop

[finish]
drive_gt1_share_pct = 5.091
syn_to_final_growth_pct = 10.93
stdcell_count = 1549

[cts]
root_buffer = clkbuf_16
h-tree-depth = 2
path_clk_slew_ps = 80
clock_sinks = 56
clock_latency_ps = 310
cts_tree = yes
post_cts_buffers = 0
clockBufferDepth = 2
numCtsBuffers = 5

[outcome]
status = completed

[flow_run]
drv_cap = 0
warning_count = 26
==> worst max-delay path by stage <==
stage	start	end	cells past startpoint
CTS	L23_d2[7]$_DFFE_PN_	L3_result[0]$_SDFF_PP0_	136
global route	L23_d2[7]$_DFFE_PN_	L3_result[0]$_SDFF_PP0_	139
finish	L23_d2[7]$_DFFE_PN_	L3_result[0]$_SDFF_PP0_	135
==> cell usage in the layout, fill, tap and decap left out, drive strengths merged, types with 12 or more instances in the layout <==
master | netlist | final
ha | 151 | 151
nand2 | 96 | 96
nor2 | 94 | 94
inv | 89 | 92
nor3 | 59 | 59
a21oi | 59 | 59
dfxtp | 48 | 48
o21a | 47 | 47
o21ai | 44 | 44
xnor2 | 43 | 43
and2 | 41 | 41
clkdlybuf4s50 | 0 | 41
fa | 38 | 38
a21o | 29 | 29
o31ai | 23 | 23
nor2b | 20 | 20
mux2 | 20 | 20
nand2b | 18 | 18
xor2 | 16 | 16
nand4 | 12 | 12
==> critical path, delay by kind of cell (launching register included) <==
family	cells	cell delay (ps)
adders and majority gates	15	4520
buffers and inverters	3	490
muxes	6	2160
and+or+nand+nor	41	9300
DFF	1	520
AOI/OAI and AO/OA	70	14920
==> synth_stat cells, drive strengths merged, types with 3 or more instances <==
cell	n	share of area (%)
xnor2	43	4.1
o211ai	11	0.90
or4	3	0.29
nor2b	20	1.4
mux2i	11	1.2
buf	4	0.23
nor2	94	3.8
ha	151	21
a21boi	5	0.41
clkbuf	23	0.94
mux2	20	2.5
nor3	59	3.2
nor3b	4	0.38
a31oi	9	0.78
o22a	4	0.38
nand3	11	0.60
or3	9	0.61
a211oi	3	0.44
or2	6	0.41
dfxtp	48	10
inv	89	3.6
nor4	6	0.41
nand2	96	4.0
nand4	12	1.1
o21ai	44	2.4
a211o	4	0.38
and3	6	0.41
fa	38	8.3
xor2	16	1.5
a21o	29	2.4
a31o	3	0.29
o31ai	23	1.9
a21oi	59	3.2
o31a	6	0.57
edfxtp	8	2.6
o21a	47	3.8
and2	41	2.8
o22ai	3	0.27
nand2b	18	1.2
o21bai	9	0.74
==> metrics by stage <==
stage	instance area (sq um)	hold slack [ps]	util, %	setup WS [ps]
detailed placement	10020	389.5	33.53	2699
floorplan	9180	385.5	-	5526
CTS	10160	408.3	34.02	2580
finish	10180	408.5	34.09	2772
global route	10180	410.7	34.09	123.1
global placement	10020	387.9	33.53	3318
==> final cells by class <==
| type | count | area (sq um) |
|---|---|---|
| Fill cell | 2996 | 19690 |
| Multi-Input combinational cell | 959 | 7556 |
| Sequential cell | 56 | 1201 |
| Tap cell | 390 | 488.0 |
| Timing Repair Buffer | 47 | 455.4 |
| Inverter | 89 | 334.1 |
| Clock buffer | 5 | 125.1 |
| Clock inverter | 3 | 23.77 |
==> per-layer routing <==
metal / vias to the layer above / global-route usage [%] / wire length (um)
li1: 4133 / - / -
met1: 3616 / 22.20 / 11100
met3: 26 / 1.796 / 752
met4: 0 / 2.155 / 335
met5: - / 0 / 0
met2: 132 / 23.50 / 9733
==> cells by family after synthesis <==
| kind of cell | synth area share [%] |
|---|---|
| and+or+nand+nor | 21.59 |
| DFF | 13.08 |
| buffers and inverters | 4.811 |
| muxes | 3.694 |
| xor gates and xnor gates | 5.629 |
| adders and majority gates | 28.87 |
| AOI/OAI and AO/OA | 22.33 |
==> registers in the layout (all words and copies together) (netlist names) <==
signal	cells
L3_result	8
L23_d2	8
L12_x2	8
L23_x3	16
L12_d1	8
L12_x1	8
==> repair_timing <==
action,4_1_cts,5_1_grt
setup endpoints to repair,0,1
hold buffers,0,0
resized,0,2
